===== run.sh =====
#!/bin/bash
# OpenROAD 26Q1-2900-gdf79404cd8, Yosys 0.63+post, stock flow scripts
make -C /OpenROAD-flow-scripts/flow DESIGN_CONFIG=/design/flow/config.mk WORK_HOME=/design/flow/orfs finish

===== config.mk =====
export PLATFORM = sky130hd
export DESIGN_NAME = dual_port_ram
export DESIGN_NICKNAME = dual_port_ram
export VERILOG_FILES = /design/flow/design.v
export SDC_FILE = /design/flow/constraint.sdc
export NUM_CORES = 4
export LEC_CHECK = 1
export CORE_UTILIZATION = 40

===== constraint.sdc =====
current_design dual_port_ram

set clk_period 10.5
set clk_io_pct 0.2

create_clock -name clk0 -period $clk_period [get_ports {clk}]

set non_clock_inputs [all_inputs -no_clocks]
set_input_delay [expr $clk_period * $clk_io_pct] -clock clk0 $non_clock_inputs
set_output_delay [expr $clk_period * $clk_io_pct] -clock clk0 [all_outputs]

===== design.v =====
module dual_port_ram (
    input [7:0] data_a, data_b,  
    input [5:0] addr_a, addr_b,  
    input we_a, we_b,            
    input clk,                   
    output reg [7:0] q_a, q_b    
);
    reg [7:0] ram [63:0];        
    reg [5:0] addr_reg_a, addr_reg_b;  
    always @(posedge clk) begin
        addr_reg_a <= addr_a;     
        if (we_a)                
            ram[addr_a] <= data_a;  
        else
            q_a <= ram[addr_reg_a];  
    end
    always @(posedge clk) begin
        addr_reg_b <= addr_b;     
        if (we_b)                
            ram[addr_b] <= data_b;  
        else
            q_b <= ram[addr_reg_b];  
    end
endmodule

==> flow_summary.toml <==
# yosys + openroad results
[clocking]
ctsResizeCount = 0
clk_pin_slew_ps = 60
cts.root.buffer_cell = "clkbuf_16"
cts_tree = "built"
clock-sinks = 540
cts_buffers = 60
cts_max_path_buffers = 3
post-cts-setup-buffers = 0
htree_levels = 2
postCtsHoldBufs = 0
clk_latency_ps = 650

[cells_and_area]
area_delta_synth_final_pct = 10.6
regArea_mm2 = 0.0161
comb_area_mm2 = 0.0144
nFillCells = 6723
drive_gt1_share_pct = 49.4

[die]
initCoreUtil_pct = 40.6
core-area_mm2 = 0.0777
die_w_um = 283
fp-row-count = 102
chipArea_mm2 = 0.0800
die_h_um = 283
io_pins = 47

[drt]
viasPerCell = 6.43
drc = 0
wl_um = 104000
routedWlPerCell_um = 33.8
dr_total_vias = 19700
ant_nets = 0
drtIter0Drc = 1394
first_pass_iters = 5

[timing]
setup_tns_ps = 0
slew_viol_final = 0
whs_ps = 901
finalHoldViolCount = 0
tightest_slew_ps = 1090
fin_crit_ps = 4710
finClkSkew_ps = 35.3
setup_viol = 0
period_used_pct = 44.8
rsz0062_at_grt = "false"
max_freq_ghz = 0.212
slew_headroom_pct = 27.5

[logic_synthesis]
ys_types = 47
netlist_instances = 1995
ys_seq_share_pct = 51.0
ys_area_mm2 = 0.0315
synth.top_cells.by_count = "edfxtp_1 (528), mux2_2 (508), mux4_2 (253)"
syn_area_per_cell_um2 = 15.8
synth_area_mm2 = 0.0315
yosysWarnings = 1
synthMostInstantiatedCell = "edfxtp_1"
synth-async-reset-ratio_pct = 0
synth-edff-count = 528
synth_flops = 540
topCellsByArea = "edfxtp_1 (50%), mux2_2 (18%), mux4_2 (18%), clkbuf_1 (1.5%), mux2i_1 (1.4%)"
yosys.area.top_type = "edfxtp_1"
yosys.area.top_type_share_pct = 50.3
yosysCellCount = 1995
flop_cell = "edfxtp_1"

[global_route]
use_met3_pct = 16.3
grt_pass1_wl_um = 150000
top_usage_layer = "met2"
grtUsageTotal_pct = 28.6
grt_pass1_vias = 21200
grt_start_max_net_pins = 82
antenna_found_initial = 2
met1_usage_pct = 37.1
grt.overflow.total = 0
met2_usage_pct = 42.8

[run_status]
status = "complete, no violations"

[critical_path]
crit_path_top_delay_cell = "o22ai_1"
cp.arrival_ps = 4960
cp_max_fo = 9
worstSetupPathType = "primary input to flop"
critPathTopFamily = "simple AND/OR/NAND/NOR gates"
max_stage_delay_ps = 930
crit_path_end_kind = "flop"
cp-start-kind = "primary input"
critPathRequiredTime_ps = 10750
crit_path_cell_trace = "clkdlybuf4s50_1 > inv_1 > nor2_1 > nand3_1 > o22ai_1"
crit_buf_inv = 2

[placement]
dp_hpwl_um = 68200
port_buffers = 46
place.gp.congestion = 1.03

[run]
warnings = 25
drv_cap = 0

[min_path]
hold_class = "flop to flop"

[power]
powerDensity_mw_per_mm2 = 146
power_leakage_nw = 11.1
ir_drop_uv = 118
[cell usage in the layout (no fill, tap or decap), types with 14 or more instances in the layout]
master and count:
edfxtp_1 528, mux2_2 508, mux4_2 253, buf_4 100
nand2_1 65, o21ai_0 60, clkbuf_16 60, o22ai_1 47
mux2i_1 44, clkdlybuf4s50_1 30, nor2_1 27, o221ai_1 21
nor2b_1 20, clkinv_2 17, nand3_1 16, a211oi_1 16
buf_2 16, a21oi_1 15, nand2b_1 14, nor2_2 14
[final timing paths]
kind	start	cells after the start	to	slack, ps
setup / recovery	we_b	5	ram[53][1]	5790
hold / removal	addr_reg_b[3]	2	q_b[1]	900
setup reg to reg	addr_reg_b[1]	6	q_b[7]	6530
hold reg to reg	addr_reg_b[3]	2	q_b[1]	900
[power breakdown]
group / total (W) / internal (W) / leakage (nW) / switching [W]
Clock: 0.00207 / 0.00119 / 0.947 / 0.000885
Combinational: 0.000579 / 0.000247 / 5.31 / 0.000332
Sequential: 0.00244 / 0.00241 / 4.87 / 0.0000368
[area by class of cell]
class,count,area share [%]
diodes,1,0.00717
clock buffers,76,4.56
clock inverters,35,0.893
inverters,2,0.0215
multi-input cells,1227,41.2
flip-flops and latches,540,46.2
well taps,1040,3.73
repair buffers,148,3.36
[tightest hold or removal path, delay by kind of cell (launching register included)]
kind	cells	cell delay, ps
AOI/OAI and AO/OA	2	400
DFF	1	370
[registers in the layout, summed over array words and instances, names as in the netlist]
register and flops:
q_b 8, addr_reg_a 6, q_a 8, ram 512
addr_reg_b 6
[cells by family (layout without fill, tap and decap cells)]
family | count (synthesis) | count (layout) | share of synthesized area (%)
flip-flops | 540 | 540 | 51.0
other | 0 | 1 | 0
buffers and inverters | 228 | 261 | 3.35
multiplexers | 810 | 810 | 37.8
AND-OR/OR-AND | 214 | 214 | 4.48
AND/OR/NAND/NOR | 203 | 203 | 3.36
[stage by stage]
stage / worst slack (ps) / utilization [%] / total power, W / instance area (µm²) / cells
after floorplan: 6610 / - / 0.00285 / 31500 / 1995
after global placement: 5380 / 42.4 / 0.00305 / 33000 / 2957
after detailed placement: 5310 / 42.4 / 0.00306 / 33000 / 2957
after CTS: 5940 / 44.9 / 0.00512 / 34900 / 3068
after global routing: 5720 / 44.9 / 0.00524 / 34900 / 3069
final: 5790 / 44.9 / 0.00510 / 34900 / 3069
[routing by layer]
| metal | up-vias | routed length (µm) |
|---|---|---|
| met1 | 10200 | 37100 |
| met4 | 10 | 3220 |
| met3 | 175 | 14300 |
| met2 | 1168 | 48700 |
| li1 | 8155 | - |
| met5 | - | 444 |
Power figures rest on the tool's default switching activity, not on a simulated workload.
