### /design/flow/run.sh
#!/bin/bash
# OpenROAD 26Q1-2900-gdf79404cd8, Yosys 0.63+post, stock flow scripts
make -C /OpenROAD-flow-scripts/flow DESIGN_CONFIG=/design/flow/config.mk WORK_HOME=/design/flow/orfs finish
### /design/flow/config.mk
export PLATFORM = sky130hd
export DESIGN_NAME = Asynch_Fifo
export DESIGN_NICKNAME = Asynch_Fifo
export VERILOG_FILES = /design/flow/design.v
export SDC_FILE = /design/flow/constraint.sdc
export NUM_CORES = 4
export LEC_CHECK = 1
export CORE_UTILIZATION = 30
### /design/flow/design.v
module Asynch_Fifo (
    input wr_clk, rd_clk, rst,            
    input wr_en, rd_en,                  
    input [7:0] buf_in,                 
    output reg [7:0] buf_out,          
    output reg buf_empty, buf_full    
);
parameter DEPTH = 64;                    
parameter ADDR_WIDTH = 6;               
reg [7:0] buf_mem [0:DEPTH-1];      
reg [ADDR_WIDTH:0] head, tail;                             
reg [ADDR_WIDTH:0] head_gray, tail_gray;                  
reg [ADDR_WIDTH:0] head_gray_sync1, head_gray_sync2;    
reg [ADDR_WIDTH:0] tail_gray_sync1, tail_gray_sync2;   
wire empty_flag;
wire full_flag;
assign empty_flag = (head_gray_sync2 == tail_gray);                                                 
assign full_flag  = (head_gray == {~tail_gray_sync2[ADDR_WIDTH], tail_gray_sync2[ADDR_WIDTH-1:0]}); 
always @(posedge wr_clk or posedge rst) begin
    if (rst) begin
        head <= 0;                         
        head_gray <= 0;                    
    end 
    else if (wr_en && !buf_full) begin     
        buf_mem[head[ADDR_WIDTH-1:0]] <= buf_in;   
        head <= head + 1;                           
        head_gray <= (head + 1) ^ ((head + 1) >> 1);  
    end
end
always @(posedge rd_clk or posedge rst) begin
    if (rst) begin
        tail <= 0;                        
        tail_gray <= 0;                   
    end 
    else if (rd_en && !buf_empty) begin   
        buf_out <= buf_mem[tail[ADDR_WIDTH-1:0]];    
        tail <= tail + 1;                           
        tail_gray <= (tail + 1) ^ ((tail + 1) >> 1);  
    end
end
always @(posedge wr_clk or posedge rst) begin
    if (rst) begin
        tail_gray_sync1 <= 0;    
        tail_gray_sync2 <= 0;    
    end 
    else begin
        tail_gray_sync1 <= tail_gray;        
        tail_gray_sync2 <= tail_gray_sync1;  
    end
end
always @(posedge rd_clk or posedge rst) begin
    if (rst) begin
        head_gray_sync1 <= 0;   
        head_gray_sync2 <= 0;   
    end 
    else begin
        head_gray_sync1 <= head_gray;        
        head_gray_sync2 <= head_gray_sync1;  
    end
end
always @(posedge rd_clk or posedge rst) begin
    if (rst) 
        buf_empty <= 1;            
    else 
        buf_empty <= empty_flag;   
end
always @(posedge wr_clk or posedge rst) begin
    if (rst) 
        buf_full <= 0;            
    else 
        buf_full <= full_flag;    
end
endmodule
### /design/flow/constraint.sdc
current_design Asynch_Fifo

set clk_period 3.1
set clk_io_pct 0.2

create_clock -name clk0 -period $clk_period [get_ports {rd_clk}]
create_clock -name clk1 -period $clk_period [get_ports {wr_clk}]

set non_clock_inputs [all_inputs -no_clocks]
set_input_delay [expr $clk_period * $clk_io_pct] -clock clk0 $non_clock_inputs
set_output_delay [expr $clk_period * $clk_io_pct] -clock clk0 [all_outputs]
==> impl_metrics.ini <==
; yosys + openroad results
[setup_path]
path_class = reg -> reg
slowest_stage = dfrtp_4
path_cells = buf_4, and2_1, buf_4, a22o_2, a32oi_1, and4_1, nand4_1, a2111o_1
crit_path_frequent_cell = buf_4
worst_path_largest_cell_delay_ns = 0.59
crit_required_ns = 3.15
critPathBufInv = 2
r2r_start = tail[5]
critPathArrivalTime_ns = 3.09
end_kind = flip-flop
worst_setup_path_start_kind = flip-flop
cp_max_fo = 24
cp_top_family = AND-OR/OR-AND gates
cp-startpoint = tail[5]

[final_timing]
clock_skew_ns = 0.0246
worst_pin_slew_ns = 0.967
hold_viol = 0
slew_headroom = 0.350
setup_ws_ns = 0.0585
finalSetupViolCount = 0
rsz0062_at_grt = no
final_max_slew_viol_count = 0
hold_ws_ns = 0.0952

[synth]
yosys-top-cells-count = edfxtp_1 (520), nand3_1 (100), nor2_1 (98)
netlist_area_um2 = 23100
edf_count = 520
yosys_area_um2 = 23100
syn_avg_cell_area_um2 = 15.0
netlist_instances = 1543
flop_cell = edfxtp_1
numSynthFlops = 578
top_cells_by_area = edfxtp_1 (68%), dfrtp_1 (6.2%), a22oi_1 (2.6%)
ys_types = 71
synthArstFlopShare = 0.100
yosysWarningCount = 2
yosysMostFrequentCell = edfxtp_1
synth_top_area_share = 0.675
top_area_cell = edfxtp_1
yosysCellCount = 1543
synth-seq-area-share = 0.738

[power_and_ir_drop]
power_leakage_nw = 9.14
ir_worst_vdd_v = 0.000497
finalPower_w = 0.0246
powerDensity_nw_per_um2 = 895

[place]
place_hpwl_um = 49200
pre_cts_ws_ns = -0.177
numPortBuffers = 21
gp_congestion = 1.04
dp_cells = 2665

[hold_path]
min-delay-path-class = reg -> reg
hp-start = tail_gray[2]

[floorplanning]
rows = 101
ioPinCount = 23
core_um2 = 76100
die_height_um = 280
initCoreUtil = 0.304
die_x_um = 280
die-area_um2 = 78200

[run]
warning_count = 32
maxCapViolCount = 0

[cts]
cts_sinks = 578
clkTransAtPathRegs_ns = 0.07
cts_hold_buf = 0
tritoncts = done

[detailed_routing]
ant_nets = 0
vias_per_cell = 5.31
routed-via-count = 14800
dr.pass1.iters = 5
drc = 0
wire_per_inst_um = 25.9
num_antenna_cells = 0
drt-total-wl_um = 72000
drt-initial-drc-count = 1361

[grt]
grt_first_pass_wirelength_um = 104000
track_usage = 0.195
antenna_found_initial = 1
gr-total-overflow = 0
grt_max_degree = 65
grt_pass1_vias = 15300

[layout]
fin_cells = 2779
final.fill_count = 7160
area_growth_pct = 19.1
drive_gt1_frac = 0.182

[run_status]
status = completed
layout make-up:
cell class / count / area, um^2 / area share
clock buffers: 68 / 1510 / 0.0549
repair buffers: 211 / 1750 / 0.0635
multi-input cells: 841 / 5490 / 0.200
inverters: 13 / 52.6 / 0.00191
clock inverters: 38 / 353 / 0.0128
well taps: 1030 / 1290 / 0.0468
flip-flops and latches: 578 / 17100 / 0.620
power breakdown:
| part | internal (W) | leakage, nW | switching [W] |
|---|---|---|---|
| logic | 0.00294 | 2.85 | 0.00503 |
| registers | 0.00913 | 5.38 | 0.000569 |
| clock network | 0.00392 | 0.916 | 0.00304 |
| total | 0.0160 | 9.14 | 0.00864 |
logic make-up after synthesis:
group	after synthesis	synth area share
compound gates	316	0.100
xor+xnor	47	0.0178
fa+ha+maj	8	0.00433
buf+inv	124	0.0258
flops	578	0.738
mux	48	0.0214
simple gates	422	0.0921
registers in the layout, indices dropped and copies added (netlist names):
register         flops
buf_full             1
head_gray            7
tail_gray            7
buf_empty            1
buf_mem            512
tail_gray_sync1      7
head_gray_sync2      7
head                 7
head_gray_sync1      7
buf_out              8
tail                 7
tail_gray_sync2      7
final timing paths:
path | cells after the start | to | slack, ns
worst min register to register | 0 | tail_gray_sync1[2] | 0.1
max in group clk1 | 5 | buf_mem[2][3] | 0.81
worst max register to register | 8 | buf_out[1] | 0.06
worst max-delay path | 8 | buf_out[1] | 0.06
min in group clk0 | 0 | head_gray_sync2[2] | 0.35
worst min-delay path | 0 | tail_gray_sync1[2] | 0.1
min in group asynchronous | 3 | head[4] | 0.72
max in group asynchronous | 3 | tail[4] | 1.50
layout by cell type, fill, tap and decap left out, types with 20 or more instances in the layout:
cell type and n:
nand2_1 79, clkbuf_16 59, a22oi_1 81, o22ai_1 36, mux2i_1 36, edfxtp_1 520, nand4_1 39, o21ai_0 40
buf_4 178, dfrtp_1 52, xnor2_1 28, nor2_1 97, nand3_1 100, a21oi_1 20
routing by layer:
layer | share of wire | wire [um] | global-route usage | vias to the layer above
li1 | - | - | - | 6403
met1 | 0.36 | 26200 | 0.246 | 7221
met2 | 0.44 | 32000 | 0.282 | 963
met3 | 0.15 | 10800 | 0.126 | 160
met4 | 0.039 | 2770 | 0.0573 | 9
met5 | 0.0026 | 186 | 0.0106 | -
metrics by stage:
stage	setup TNS (ns)	instance area [um^2]	utilization
floorplan	0	23100	-
global placement	-0.225	25600	0.336
detailed placement	-0.235	25600	0.336
CTS	0	27400	0.361
global route	0	27500	0.362
finish	0	27500	0.362
timing repair:
item                                    in CTS  in global routing
endpoints found under the setup margin       2                  5
setup buffers                                0                  8
resized                                      4                  5
cloned                                       0                  0
Power figures rest on the tool's default switching activity, not on a simulated workload.
